$ cat design/flow/design.v
module spi_slave #(
    parameter IDLE = 3'b000,
    parameter READ_DATA = 3'b001,
    parameter READ_ADD = 3'b010,
    parameter CHK_CMD = 3'b011,
    parameter WRITE = 3'b100
)(
    input MOSI,  
    input SS_n,  
    input clk,
    input rst_n,
    output reg MISO,  
    output reg [9:0] rx_data,  
    output reg rx_valid,  
    input [7:0] tx_data,  
    output reg tx_valid  
);
    (*fsm_encoding = "one-hot"*)
    reg [2:0] state;
    reg [2:0] next_state;
    integer read_transition = 0;  
    integer counter = 10;
    always @(posedge clk or negedge rst_n) begin
        if (!rst_n)
            state = IDLE;
        else
            state = next_state;
    end
    always @(state, SS_n, MOSI) begin
        case (state)
            IDLE: begin
                if (SS_n) begin
                    next_state = IDLE;
                end else begin
                    next_state = CHK_CMD;
                end
            end
            READ_DATA: begin
                if (SS_n) begin
                    next_state = IDLE;
                end else begin
                    next_state = READ_DATA;
                end
            end
            READ_ADD: begin
                if (SS_n) begin
                    next_state = IDLE;
                end else begin
                    next_state = READ_ADD;
                end
            end
            CHK_CMD: begin
                if (SS_n) begin
                    next_state = IDLE;
                end else begin
                    if (MOSI) begin
                        if (read_transition)
                            next_state = READ_DATA;
                        else
                            next_state = READ_ADD;
                    end else begin
                        next_state = WRITE;
                    end
                end
            end
            WRITE: begin
                if (SS_n) begin
                    next_state = IDLE;
                end else begin
                    next_state = WRITE;
                end
            end
            default: next_state = IDLE;
        endcase
    end
    always @(posedge clk) begin
        case (state)
            IDLE: begin
                MISO = 0;
                rx_data = 0;
                rx_valid = 0;
                tx_valid = 0;
            end
            READ_DATA: begin
                if (!SS_n) begin
                    counter = counter - 1;
                    rx_data[counter] = MOSI;
                    if (counter < 9) begin
                        MISO = tx_data[counter];  
                    end
                    if (counter == 0) begin
                        tx_valid = 1;  
                        counter = 10;  
                        read_transition = 0;  
                    end else begin
                        rx_valid = 0;  
                    end
                end else begin
                    rx_valid = 0;  
                end
            end
            READ_ADD: begin
                if (!SS_n) begin
                    counter = counter - 1;
                    rx_data[counter] = MOSI;
                    if (counter == 0) begin
                        rx_valid = 1;  
                        counter = 10;  
                        read_transition = 1;
                    end else begin
                        rx_valid = 0;  
                    end
                end else begin
                    rx_valid = 0;  
                end 
            end
            WRITE: begin
                if (!SS_n) begin
                    counter = counter - 1;
                    rx_data[counter] = MOSI;
                    if (counter == 0) begin
                        rx_valid = 1;  
                        counter = 10;  
                    end else begin
                        rx_valid = 0;  
                    end
                end else begin
                    rx_valid = 0;  
                end 
            end
            default: begin
                MISO = 0;
            end
        endcase
    end
endmodule
$ cat design/flow/run.sh
#!/bin/bash
# OpenROAD 26Q1-2900-gdf79404cd8, Yosys 0.63+post, stock flow scripts
make -C /OpenROAD-flow-scripts/flow DESIGN_CONFIG=/design/flow/config.mk WORK_HOME=/design/flow/orfs finish
$ cat design/flow/config.mk
export PLATFORM = sky130hd
export DESIGN_NAME = spi_slave
export DESIGN_NICKNAME = spi_slave
export VERILOG_FILES = /design/flow/design.v
export SDC_FILE = /design/flow/constraint.sdc
export NUM_CORES = 4
export LEC_CHECK = 1
export CORE_UTILIZATION = 40
$ cat design/flow/constraint.sdc
current_design spi_slave

set clk_period 9.8
set clk_io_pct 0.2

create_clock -name clk0 -period $clk_period [get_ports {clk}]

set non_clock_inputs [all_inputs -no_clocks]
set_input_delay [expr $clk_period * $clk_io_pct] -clock clk0 $non_clock_inputs
set_output_delay [expr $clk_period * $clk_io_pct] -clock clk0 [all_outputs]
==> notes.md <==
Notes on the flow run.

- The flow ran to the end, and the final reports show no timing, DRC or antenna violations.
- The routed wire length is 10.4 mm, for reference.
- The count of max-cap constraint violations is 0, for reference.
- Global routing used 20.5% of the available tracks across all layers.
- The area taken by flip-flops and latches is 0.00151 mm2, for reference.
- The yosys-reported design area after synthesis is 0.00422 mm2, for reference.
- The async set-reset flop share out of synthesis is 9.80%, for reference.
- Across all stage logs, warnings added up to 26.
- The share of layout cells above drive strength 1 is 8.51%, for reference.
- The routed wirelength normalized by instance count is 17.2 um, for reference.
- The count of nets left with antenna violations once routing finished came out at 0.
- The count of different cell masters after synthesis is 71, for reference.
- The routability-driven placement congestion ratio is 0.928, for reference.
- Once the clock tree was built, the setup fixing pass inserted 0 buffers.
- The initial standard-cell utilization of the core is 41.0%, for reference.
- The clock passes through at most 2 buffers.
- Ranked by total cell area, the synthesized netlist is headed by sky130_fd_sc_hd__edfxtp_1 33%, sky130_fd_sc_hd__xnor2_1 6.0%, sky130_fd_sc_hd__xor2_1 3.9%.
- The length of the first detailed-routing pass in iterations is 4, for reference.
- The synthesized netlist was found by Yosys to have 457 cells.
- Summing all placed instances gives a cell area of 0.00454 mm2.
- The least setup slack across all paths after layout is 4040 ps, for reference.
- 25 I/O pins were placed.
- In this run, post-CTS repair resized a total of 0 instances.
- The achievable clock frequency is 174 MHz, for reference.
- The share of synthesized area in the top cell type comes to 32.7%.
- After synthesis, flip-flops and latches occupy 35.7% of the total area.
- The die height is 105 um, for reference.
- STA puts the critical path data required time at 9850 ps.
- The average vias per placed instance is 5.77, for reference.
- The final tally of setup violations is 0, for reference.
- The class of the tightest hold or removal check is register to register, for reference.
- The synthesized design contains 51 register bits.
- The count of cells along the worst register-to-register path is 13, for reference.
- The slew at the pin closest to its max-slew limit is 820 ps, for reference.
- The clock root buffer master is sky130_fd_sc_hd__clkbuf_8, for reference.
- The launching element of the worst setup path is counter[0], for reference.
- The final clock skew is 8.20 ps, for reference.
- STA classifies the critical path startpoint as a register.
- The main flop type is sky130_fd_sc_hd__edfxtp_1, for reference.
- The total number of placement rows is 37, for reference.
- The filler cell count is 980, for reference.
- The worst setup path is of the register to register kind.
- After detailed routing, the number of remaining DRC violations is 0.
- Antenna repair during routing inserted a diode count of 0.
- The worst register-to-register path has a setup slack of 4040 ps.
- The maximum fanout along the worst path is 16, for reference.
- The post-CTS hold buffer count recorded in the log is 0.
- The reg-to-reg startpoint is counter[0], for reference.
- The number of antenna violations at the first check in global routing was 0.
- Synthesis produced 457 cells.
- Summed over all nets, the half-perimeter wirelength after detailed placement is 7.69 mm.
- The final critical path takes up 58.8% of the cycle.
- The synthesis-to-layout area growth is 9.88%, for reference.
- The worst slack at placement is 4140 ps, for reference.
- As reported, the later end of the worst-skew pair has a clock insertion delay of 310 ps.
- The final total negative setup slack is 0 ps, for reference.
- The count of flip-flops with a built-in enable after synthesis is 46, for reference.
- The die covers 0.0110 mm2.
- TritonCTS built the clock tree.
- Global routing finished with a remaining overflow of 0.
- The worst slew slack as a fraction of its limit is 44.8%, for reference.
- Sorting the synthesized cells by how often they occur yields 46 x sky130_fd_sc_hd__edfxtp_1, 40 x sky130_fd_sc_hd__nand2_1, 38 x sky130_fd_sc_hd__nor2_1, 29 x sky130_fd_sc_hd__xnor2_1, 21 x sky130_fd_sc_hd__nand3_1.
- The count of pins over their slew limit is 0, for reference.
- The synthesized area divided by synthesized cell count is 9.23 um2, for reference.
- The via count of the first global-routing pass was 3,395.
- Hold analysis shows the worst path with a depth of 1.
- STA classifies the critical path endpoint as a register.
- For this run, the number of Yosys warnings is 1.
- The clock net in this run drives a total of 51 sinks.
- The synthesized area is 0.00422 mm2, for reference.
- The largest total area in the synthesized netlist belongs to sky130_fd_sc_hd__edfxtp_1.
- For reference, the critical path is captured by rx_data[1].
- Yosys instantiated no cell more often than sky130_fd_sc_hd__edfxtp_1.
- The highest supply drop recorded on VDD is 0.0676 mV.
- The x dimension of the die is 105 um, for reference.
- The capture point of the worst reg-to-reg path is rx_data[1], for reference.
- The core region is 0.0103 mm2.
- Entering global routing, the biggest net connects 33 pins.
- CTS built an H-tree with a depth of 2.
- The footprint of the multi-input gates is 0.00254 mm2, for reference.
- The first-pass GRT wire length is 17.4 mm, for reference.
- For this design the static power due to leakage is 1.25 nW.
- The power density relative to cell area is 94.8 mW/mm2, for reference.
- The routed layout has 3,494 vias.
- The endpoint arrival time on the critical path is 5810 ps, for reference.
- For reference, the clock transition at the flip-flops on the worst setup and hold paths is 110 ps.
- Setup repair after global routing left no endpoint under its margin.
- The total CTS buffers is 5, for reference.
- The tally of buffers added on design ports is 24, for reference.
- The final cell area excluding filler cells is 0.00463 mm2, for reference.
- The minimum clock period after layout is 5760 ps, for reference.
- For reference, the final report shows the hold violation count at 0.
- The count of routing violations after the opening detailed-route iteration is 205, for reference.
[layout make-up]
| type | instances | area share [%] |
|---|---|---|
| sequential | 51 | 32.5 |
| inverter | 17 | 1.38 |
| clock buffer | 5 | 1.48 |
| multi-input combinational | 367 | 54.8 |
| clock inverter | 3 | 0.486 |
| tap | 136 | 3.67 |
| timing repair buffer | 27 | 5.67 |
[cell families after synthesis]
group	share of synthesized area, %
muxes	4.66
and+or+nand+nor	32.6
xor gates and xnor gates	9.97
AOI/OAI and AO/OA	12.3
DFF	35.7
buffers and inverters	4.12
adders and majority gates	0.593
[worst min-delay path by stage]
stage | startpoint | to | slack (ps)
CTS | state[0] | state[4] | 540
finish | state[0] | state[4] | 540
global route | state[0] | state[4] | 550
[per-stage QoR]
step | hold WS (ps) | util [%] | instances | total power (W)
2_1_floorplan | 502 | - | 457 | 0.000289
3_3_place_gp | 523 | 44.2 | 598 | 0.000314
3_5_place_dp | 525 | 44.2 | 598 | 0.000314
4_1_cts | 539 | 45.1 | 606 | 0.000445
5_1_grt | 551 | 45.1 | 606 | 0.000458
6_report | 536 | 45.1 | 606 | 0.000439
[cells in the final DEF (no fill, tap or decap), drive strengths merged, types with 4 or more instances in the layout]
cell	synthesis	final
clkdlybuf4s50	0	24
clkbuf	12	5
a31oi	4	4
a21oi	11	11
or3	9	9
o22ai	5	5
or4	7	7
mux2i	14	14
nor2	38	38
o21ai	8	8
nor3b	5	5
nand4	14	14
inv	17	18
xnor2	29	29
nand3	23	23
xor2	19	19
and4	5	5
and3	6	6
edfxtp	46	46
nor3	29	29
and2	4	4
nand2	40	40
nor4b	5	5
dfrtp	4	4
nor4	14	14
or2	7	7
o211ai	4	4
a211o	4	4
nor2b	5	5
nand2b	8	8
nand4b	6	6
[registers in the layout, indices dropped and copies added (netlist names)]
signal and cells:
MISO 1, counter 32, read_transition 1, rx_data 10, rx_valid 1, state 5, tx_valid 1
[metal layers]
metal  track usage (%)  part of all wire, %  vias up
li1                  -                    -     1758
met1              33.3                   48     1626
met2              29.4                   44       98
met3              4.32                  6.6       12
met4              4.23                  1.9        0
met5                 0                    0        -
[critical path, cell delays in order (launching register included)]
cell,delay (ps)
sky130_fd_sc_hd__edfxtp_1,620
sky130_fd_sc_hd__inv_1,180
sky130_fd_sc_hd__ha_1,410
sky130_fd_sc_hd__nor4b_2,620
sky130_fd_sc_hd__nand2_1,430
sky130_fd_sc_hd__o31ai_1,420
sky130_fd_sc_hd__nand4_1,280
sky130_fd_sc_hd__nor3_1,630
sky130_fd_sc_hd__nand3b_1,250
sky130_fd_sc_hd__mux2i_1,160
sky130_fd_sc_hd__or4_1,510
sky130_fd_sc_hd__a2111o_1,610
sky130_fd_sc_hd__nor3_2,270
sky130_fd_sc_hd__mux2i_1,90
[report_power, final]
part / internal, W / switching [W] / total (W) / leakage (nW)
Sequential: 0.000246 / 0.00000885 / 0.000255 / 0.435
Clock: 0.0000515 / 0.0000784 / 0.000130 / 0.0485
Combinational: 0.0000262 / 0.0000282 / 0.0000543 / 0.761
Power is estimated from default activity; no workload was simulated.
